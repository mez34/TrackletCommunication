--- flow/design.v ---
`timescale 1ns / 1ps
module mem_mux_2(
    input clk,
    input [2:0] BX,
    input [3:0] sel,    
    input [43:0] mem_dat00,
    input [43:0] mem_dat01,
    input [43:0] mem_dat02,
    input [43:0] mem_dat03,
    input [43:0] mem_dat04,
    input [43:0] mem_dat05,
    input [43:0] mem_dat06,
    input [43:0] mem_dat07,
    input [43:0] mem_dat08,
    input [43:0] mem_dat09,
    input [43:0] mem_dat10,
    input [43:0] mem_dat11,
    output reg [47:0] mem_dat_stream                     
);
always @ (posedge clk) begin
    case (sel[3:0])
        4'b1111: mem_dat_stream <= {sel,BX,41'b0};
        4'b0001: mem_dat_stream <= {sel,mem_dat00};
        4'b0010: mem_dat_stream <= {sel,mem_dat01};
        4'b0011: mem_dat_stream <= {sel,mem_dat02};
        4'b0100: mem_dat_stream <= {sel,mem_dat03};
        4'b0101: mem_dat_stream <= {sel,mem_dat04};
        4'b0110: mem_dat_stream <= {sel,mem_dat05};
        4'b0111: mem_dat_stream <= {sel,mem_dat06};
        4'b1000: mem_dat_stream <= {sel,mem_dat07};
        4'b1001: mem_dat_stream <= {sel,mem_dat08};
        4'b1011: mem_dat_stream <= {sel,mem_dat09};
        4'b1100: mem_dat_stream <= {sel,mem_dat10};
        4'b1101: mem_dat_stream <= {sel,mem_dat11};
        default  mem_dat_stream <= 48'b0;
    endcase
end
endmodule
`timescale 1ns / 1ps
module mem_readout_top_2(
    input clk,                      
    input reset,                    
    input wire [2:0] BX,            
    input [6:0] clk_cnt,            
    input [2:0] BX_pipe,            
    input [5:0] number_in1,           
    output [5:0] read_add1,           
    input [43:0] input_L1L2_1,        
    input [5:0] number_in2,           
    output [5:0] read_add2,           
    input [43:0] input_L1L2_2,        
    input [5:0] number_in3,           
    output [5:0] read_add3,           
    input [43:0] input_L1L2_3,        
    input [5:0] number_in4,           
    output [5:0] read_add4,           
    input [43:0] input_L1L2_4,        
    input [5:0] number_in5,           
    output [5:0] read_add5,           
    input [43:0] input_L3L4_1,        
    input [5:0] number_in6,           
    output [5:0] read_add6,           
    input [43:0] input_L3L4_2,        
    input [5:0] number_in7,           
    output [5:0] read_add7,           
    input [43:0] input_L3L4_3,        
    input [5:0] number_in8,           
    output [5:0] read_add8,           
    input [43:0] input_L3L4_4,        
    input [5:0] number_in9,           
    output [5:0] read_add9,           
    input [43:0] input_L5L6_1,        
    input [5:0] number_in10,           
    output [5:0] read_add10,           
    input [43:0] input_L5L6_2,        
    input [5:0] number_in11,           
    output [5:0] read_add11,           
    input [43:0] input_L5L6_3,        
    input [5:0] number_in12,           
    output [5:0] read_add12,           
    input [43:0] input_L5L6_4,        
    output [47:0] mem_dat_stream,  
    output reg valid,              
    output reg send_BX,            
    output none                    
);
wire has_dat00, has_dat01, has_dat02, has_dat03, has_dat04, has_dat05, has_dat06, has_dat07, has_dat08, has_dat09, has_dat10, has_dat11;
wire valid00, valid01, valid02, valid03, valid04, valid05, valid06, valid07, valid08, valid09, valid10, valid11;
wire [3:0] sel;
reg new_event_dly1, new_event_dly2;
always @(posedge clk) begin
    new_event_dly1 <= reset;
    new_event_dly2 <= new_event_dly1;
end
assign setup = reset | new_event_dly1 | new_event_dly2;
prio_support_2 prio_support00(.clk(clk), .initial_count(number_in1), .init(reset), .sel(sel00), 
    .setup(setup), .addr(read_add1[5:0]), .has_dat(has_dat00), .valid(valid00));
prio_support_2 prio_support01(.clk(clk), .initial_count(number_in2), .init(reset), .sel(sel01), 
    .setup(setup), .addr(read_add2[5:0]), .has_dat(has_dat01), .valid(valid01));
prio_support_2 prio_support02(.clk(clk), .initial_count(number_in3), .init(reset), .sel(sel02), 
    .setup(setup), .addr(read_add3[5:0]), .has_dat(has_dat02), .valid(valid02));
prio_support_2 prio_support03(.clk(clk), .initial_count(number_in4), .init(reset), .sel(sel03), 
    .setup(setup), .addr(read_add4[5:0]), .has_dat(has_dat03), .valid(valid03));
prio_support_2 prio_support04(.clk(clk), .initial_count(number_in5), .init(reset), .sel(sel04), 
    .setup(setup), .addr(read_add5[5:0]), .has_dat(has_dat04), .valid(valid04));
prio_support_2 prio_support05(.clk(clk), .initial_count(number_in6), .init(reset), .sel(sel05), 
    .setup(setup), .addr(read_add6[5:0]), .has_dat(has_dat05), .valid(valid05));
prio_support_2 prio_support06(.clk(clk), .initial_count(number_in7), .init(reset), .sel(sel06), 
    .setup(setup), .addr(read_add7[5:0]), .has_dat(has_dat06), .valid(valid06));
prio_support_2 prio_support07(.clk(clk), .initial_count(number_in8), .init(reset), .sel(sel07), 
    .setup(setup), .addr(read_add8[5:0]), .has_dat(has_dat07), .valid(valid07));
prio_support_2 prio_support08(.clk(clk), .initial_count(number_in9), .init(reset), .sel(sel08), 
    .setup(setup), .addr(read_add9[5:0]), .has_dat(has_dat08), .valid(valid08));
prio_support_2 prio_support09(.clk(clk), .initial_count(number_in10), .init(reset), .sel(sel09), 
    .setup(setup), .addr(read_add10[5:0]), .has_dat(has_dat09), .valid(valid09));
prio_support_2 prio_support10(.clk(clk), .initial_count(number_in11), .init(reset), .sel(sel10), 
    .setup(setup), .addr(read_add11[5:0]), .has_dat(has_dat10), .valid(valid10));
prio_support_2 prio_support11(.clk(clk), .initial_count(number_in12), .init(reset), .sel(sel11), 
    .setup(setup), .addr(read_add12[5:0]), .has_dat(has_dat11), .valid(valid11));
prio_encoder_2 prio_encoder(
    .clk(clk),
    .first_dat(reset),
    .has_dat00(has_dat00),
    .has_dat01(has_dat01),
    .has_dat02(has_dat02),
    .has_dat03(has_dat03),
    .has_dat04(has_dat04),
    .has_dat05(has_dat05),
    .has_dat06(has_dat06),
    .has_dat07(has_dat07),
    .has_dat08(has_dat08),
    .has_dat09(has_dat09),
    .has_dat10(has_dat10),
    .has_dat11(has_dat11),
    .sel00(sel00),
    .sel01(sel01),
    .sel02(sel02),
    .sel03(sel03),
    .sel04(sel04),
    .sel05(sel05),
    .sel06(sel06),
    .sel07(sel07),
    .sel08(sel08),
    .sel09(sel09),
    .sel10(sel10),
    .sel11(sel11),
    .sel(sel[3:0]),    
    .none(none)        
);
mem_mux_2 mem_mux(
    .clk(clk),
    .BX(BX),
    .sel(sel[3:0]),    
    .mem_dat00(input_L1L2_1[43:0]),
    .mem_dat01(input_L1L2_2[43:0]),
    .mem_dat02(input_L1L2_3[43:0]),
    .mem_dat03(input_L1L2_4[43:0]),
    .mem_dat04(input_L3L4_1[43:0]),
    .mem_dat05(input_L3L4_2[43:0]),
    .mem_dat06(input_L3L4_3[43:0]),
    .mem_dat07(input_L3L4_4[43:0]),
    .mem_dat08(input_L5L6_1[43:0]),
    .mem_dat09(input_L5L6_2[43:0]),
    .mem_dat10(input_L5L6_3[43:0]),
    .mem_dat11(input_L5L6_4[43:0]),
    .mem_dat_stream(mem_dat_stream)
);
always @ (posedge clk) begin
    valid <= !setup & (valid00 | valid01 | valid02 | valid03 | valid04 | valid05 | valid06 | valid07 | valid08 | valid09 | valid10 | valid11);
    send_BX <= (!setup & sel[3:0]==4'b1111)? 1'b1 : 1'b0;
end
endmodule
`timescale 1ns / 1ps
module prio_encoder_2(
    input clk,
    input first_dat,
    input has_dat00,
    input has_dat01,
    input has_dat02,
    input has_dat03,
    input has_dat04,
    input has_dat05,
    input has_dat06,
    input has_dat07,
    input has_dat08,
    input has_dat09,
    input has_dat10,
    input has_dat11,
    output reg sel00,
    output reg sel01,
    output reg sel02,
    output reg sel03,
    output reg sel04,
    output reg sel05,
    output reg sel06,
    output reg sel07,
    output reg sel08,
    output reg sel09,
    output reg sel10,
    output reg sel11,
    output reg [3:0] sel,    
    output reg none
);
reg first;
always @ (posedge clk) begin
    if (first_dat) begin
        first <= 1'b1;
    end
    else begin
        first <= 1'b0;
        sel00 <= has_dat00;
        sel01 <= has_dat01 & !has_dat00;
        sel02 <= has_dat02 & !has_dat00 & !has_dat01;
        sel03 <= has_dat03 & !has_dat00 & !has_dat01 & !has_dat02;
        sel04 <= has_dat04 & !has_dat00 & !has_dat01 & !has_dat02 & !has_dat03;
        sel05 <= has_dat05 & !has_dat00 & !has_dat01 & !has_dat02 & !has_dat03 & !has_dat04;
        sel06 <= has_dat06 & !has_dat00 & !has_dat01 & !has_dat02 & !has_dat03 & !has_dat04 & !has_dat05;
        sel07 <= has_dat07 & !has_dat00 & !has_dat01 & !has_dat02 & !has_dat03 & !has_dat04 & !has_dat05 & !has_dat06;
        sel08 <= has_dat08 & !has_dat00 & !has_dat01 & !has_dat02 & !has_dat03 & !has_dat04 & !has_dat05 & !has_dat06 & !has_dat07;
        sel09 <= has_dat09 & !has_dat00 & !has_dat01 & !has_dat02 & !has_dat03 & !has_dat04 & !has_dat05 & !has_dat06 & !has_dat07 & !has_dat08;
        sel10 <= has_dat10 & !has_dat00 & !has_dat01 & !has_dat02 & !has_dat03 & !has_dat04 & !has_dat05 & !has_dat06 & !has_dat07 & !has_dat08 & !has_dat09;
        sel11 <= has_dat11 & !has_dat00 & !has_dat01 & !has_dat02 & !has_dat03 & !has_dat04 & !has_dat05 & !has_dat06 & !has_dat07 & !has_dat08 & !has_dat09 & !has_dat10;
        none <= !has_dat00 & !has_dat01 & !has_dat02 & !has_dat03 & !has_dat04 & !has_dat05 & !has_dat06 & !has_dat07 & !has_dat08 & !has_dat09 & !has_dat10 &!has_dat11;
    end
end 
always @ (posedge clk) begin
    if (first) sel <= 4'b1111;
    if (sel00) sel <= 4'b0001;
    if (sel01) sel <= 4'b0010;
    if (sel02) sel <= 4'b0011;
    if (sel03) sel <= 4'b0100;
    if (sel04) sel <= 4'b0101;
    if (sel05) sel <= 4'b0110;
    if (sel06) sel <= 4'b0111;
    if (sel07) sel <= 4'b1000;
    if (sel08) sel <= 4'b1001;
    if (sel09) sel <= 4'b1010;
    if (sel10) sel <= 4'b1011;
    if (sel11) sel <= 4'b1100;
end
endmodule
`timescale 1ns / 1ps
module prio_support_2(
    input clk,
    input [5:0] initial_count,   
    input init,                  
    input setup,                 
    input sel,                   
    output reg [5:0] addr,       
    output reg has_dat,          
    output reg valid             
);
reg [5:0] item_cntr;
wire not_zero, count_en;
assign not_zero = (item_cntr[5:0] != 6'b000000) ? 1'b1 : 1'b0;
assign count_en = ~setup & not_zero & sel;
always @ (posedge clk) begin
    if (init) begin                     
        item_cntr[5:0] <= initial_count;
    end
    else if (count_en) begin        
        item_cntr[5:0] <= item_cntr[5:0] - 1'b000001;
    end
end
always @ (posedge clk) begin
    has_dat <= not_zero;
    valid <= count_en;
end
always @ (posedge clk) begin
    if (init)                      
        addr[5:0] <= 6'b000000;
    else if (count_en)             
        addr[5:0] <= addr[5:0] + 1'b000001;
end
endmodule
--- flow/constraint.sdc ---
current_design mem_readout_top_2

set clk_period 7.3
set clk_io_pct 0.2

create_clock -name clk0 -period $clk_period [get_ports {clk}]

set non_clock_inputs [all_inputs -no_clocks]
set_input_delay [expr $clk_period * $clk_io_pct] -clock clk0 $non_clock_inputs
set_output_delay [expr $clk_period * $clk_io_pct] -clock clk0 [all_outputs]
--- flow/config.mk ---
export PLATFORM = sky130hd
export DESIGN_NAME = mem_readout_top_2
export DESIGN_NICKNAME = mem_readout_top_2
export VERILOG_FILES = /design/flow/design.v
export SDC_FILE = /design/flow/constraint.sdc
export NUM_CORES = 4
export LEC_CHECK = 1
export CORE_AREA = 10 10 344 344
export DIE_AREA = 0 0 354 354
--- flow/run.sh ---
#!/bin/bash
# OpenROAD 26Q1-2900-gdf79404cd8, Yosys 0.63+post, stock flow scripts
make -C /OpenROAD-flow-scripts/flow DESIGN_CONFIG=/design/flow/config.mk WORK_HOME=/design/flow/orfs finish
==> reports/summary.txt <==
Power Internal: 3.043 mW
Combinational fraction of design power: 18.9%
Synth cell types: 60
Post-route ant nets: 0
Fraction of layout cells with a size suffix above 1: 6.244%
Max incr delay on CP: 680 ps
Maximum vdd drop: 156.6 uV
Slew Viols, Final: 0
RSZ-0062 raised after global routing: false
Yosys stat cell total: 1331
Number of flip-flops in the largest register: 48
Yosys stat area: 0.01275 sq mm
DRC viols: 0
Dpl cell area: 0.02189 sq mm
Seq pwr share: 36.3%
Class of the worst hold path: register to register
Leakage power: 8.201 nW
Final hold slack: 449.2 ps
Fmax: 317.4 MHz
Longest Clk Path Bufs: 3
Port buffer count: 727
Post-synth EDFFs: 85
Die W: 354 um
Layout Skew: 39.77 ps
Least-Margin Pin Slew: 909.6 ps
Gr usage total: 16.25%
Fin area: 0.02324 sq mm
Worst Setup End Kind: output port
Type of origin of the critical path: register
Die ar.: 0.1253 sq mm
Worst slack, placed: 3615 ps
Leading area contributor after synthesis: dfxtp_1
CTS tree: yes
Syn Std Cell Area: 0.01275 sq mm
Fin crit period: 3151 ps
PwrDens: 180.2 mW/mm^2
Latency at later pin: 590 ps
Initial detailed-routing violation count: 1053
Max Cap Viol: 0
Core Util, Final: 21.00%
Status: completed
Synth-to-layout area growth: 82.30%
Core Rows: 122
Crit path max fanout: 5
Post-CTS Resized: 0
Asr flop ratio synth: 0%
Final Hold Fails: 0
Clock slew at reported path FFs: 60 ps
Pin count of the biggest net entering global routing: 61
Finish-stage setup viols: 0
CP Cell Sequence: clkdlybuf4s50_1
Routed WL: 104400 um
YS warnings: 17
Slew headroom: 39.36%
Post-CTS setup buffers: 0
Biggest register: mem_mux.mem_dat_stream
Cell area leaders: dfxtp_1, edfxtp_1, a221oi_1
Clock root buffer: clkbuf_16
Routability cong.: 0.9586
Number of detailed-route iterations in the first pass: 7
First-pass GRT wire length: 135700 um
Tool warning count: 47
Ports: 738
DR vias/cell: 4.016
Vias in the first global route: 14377
Post-Syn Instances: 1331
Buffers and inverters on the worst path: 1
Vias: 14383
CP max stage cell: clkdlybuf4s50_1
Initial antenna violation count: 78
Inserted Clock Buffers: 37
Crit-path leading delay family: buffers and inverters
DP Wirelength: 87630 um
Core ar.: 0.1107 sq mm
Avg Inst Size Synth: 9.578 sq um
Most common reg cell: dfxtp_1
NetSw: 1.145 mW
CP Data Required Time: 5840 ps
Sw frac: 27.35%
WL/cell: 29.15 um
Post-synth seq share: 43.89%
Remaining global-route overflow: 0
Chip height: 354 um
Clock power frac: 44.8%
H-tree levels: 2
Final period util: 43.16%
CTS hold repair buffers: 0
Post-route setup TNS: 0 ps
FP Core Util: 11.52%
Top cell area share: 23.87%
Critical path arrival: 1690 ps
Flops & latches, synth: 237
Critical path type: register to output port
Final worst setup slack: 4149 ps
Clk sinks: 237
## power by group through the flow
stage | Clock [mW] | Sequential [mW] | Combinational, mW
6_report | 1.88 | 1.52 | 0.793
4_1_cts | 1.96 | 1.52 | 0.814
5_1_grt | 1.99 | 1.53 | 0.849
## layout by cell type, fill, tap and decap left out, types with 7 or more instances in the layout
cell	netlist	final
edfxtp_1	85	85
a221oi_1	125	125
nand2_1	132	132
o211ai_1	23	23
nand3_1	58	58
clkbuf_16	0	40
ha_1	36	36
buf_4	0	34
o21ai_0	76	76
and4_1	7	7
a21oi_1	24	24
nor3_1	28	28
o31ai_1	13	13
nor2b_1	11	11
or2_2	13	13
nand4_1	12	12
xor2_1	29	29
a22o_1	125	125
mux2i_1	13	13
or3_1	11	11
clkdlybuf4s50_1	0	726
xnor2_1	46	46
dfxtp_1	152	152
nor4_1	8	8
nand2b_1	8	8
inv_1	50	50
diode_2	0	27
nor2_1	62	62
## path summary, 6_finish.rpt
kind | from | end | slack [ps] | cells after the start
setup reg to reg | prio_encoder.sel[3] | mem_mux.mem_dat_stream[3] | 4200 | 6
hold reg to reg | prio_encoder.first | new_event_dly2 | 450 | 0
hold / removal | prio_encoder.first | new_event_dly2 | 450 | 0
setup / recovery | prio_support10.addr[2] | read_add11[2] | 4150 | 1
## logic make-up (layout without fill, tap and decap cells)
kind of cell	count (synthesis)	count (layout)	share of synthesized area, %
AND-OR/OR-AND	430	430	26.14
XOR/XNOR	75	75	5.153
adder cells (fa/ha/maj)	36	36	3.533
buffers and inverters	145	880	4.436
flip-flops	237	237	43.89
multiplexers	16	16	1.286
other	0	27	0
AND/OR/NAND/NOR	392	392	15.57
## synth_stat cells (all sizes together) (19+ instances only)
cell / n
buf: 19
o21ai: 76
edfxtp: 85
o211ai: 23
nand2: 132
ha: 36
a22o: 125
a221oi: 125
a21oi: 24
nand3: 58
xnor2: 46
dfxtp: 152
nor3: 29
xor2: 29
inv: 50
nor2: 62
clkbuf: 75
## layer usage
metal,vias up,part of all wire [%],wire (um),track usage [%]
met3,197,8.7,9058,5.467
met2,714,51,53430,28.59
met5,-,0.23,236,0
li1,6602,-,-,-
met4,36,5.0,5170,7.412
met1,6834,35,36500,17.43
## metrics by stage
stage	std cells	power [mW]
4_1_cts	3554	4.292
3_3_place_gp	3486	2.353
6_report	3581	4.188
3_5_place_dp	3486	2.354
5_1_grt	3571	4.372
2_1_floorplan	1331	1.745
## area by class of cell
cell class                 instances  area, sq um
tap                             1488         1862
multi-input combinational        949         6708
clock buffer                      48         1051
inverter                          51        191.4
sequential                       237         5595
timing repair buffer             761         7533
antenna                           27        67.56
fill                           11962        87430
clock inverter                    20        232.7
Power figures rest on the tool's default switching activity, not on a simulated workload.
